<file path="./run.sh">
#!/bin/bash
# OpenROAD 26Q1-2900-gdf79404cd8, Yosys 0.63+post, stock flow scripts
make -C /OpenROAD-flow-scripts/flow DESIGN_CONFIG=/design/flow/config.mk WORK_HOME=/design/flow/orfs finish
</file>
<file path="./config.mk">
export PLATFORM = sky130hd
export DESIGN_NAME = tx_fifo
export DESIGN_NICKNAME = tx_fifo
export VERILOG_FILES = /design/flow/design.v
export SDC_FILE = /design/flow/constraint.sdc
export NUM_CORES = 4
export LEC_CHECK = 1
export CORE_UTILIZATION = 50
export SYNTH_MEMORY_MAX_BITS = 65536
</file>
<file path="./constraint.sdc">
current_design tx_fifo

set clk_period 180.5
set clk_io_pct 0.2

create_clock -name clk0 -period $clk_period [get_ports {i_rclk}]
create_clock -name clk1 -period $clk_period [get_ports {i_wclk}]

set non_clock_inputs [all_inputs -no_clocks]
set_input_delay [expr $clk_period * $clk_io_pct] -clock clk0 $non_clock_inputs
set_output_delay [expr $clk_period * $clk_io_pct] -clock clk0 [all_outputs]
</file>
<file path="./design.v">
`timescale 1ns/1ns
module synch_ff #(
   parameter WIDTH = 1
)
(
  input  wire               i_clk, 
  input  wire [WIDTH-1:0]   i_d, 
  output reg  [WIDTH-1:0]   o_q 
   );
 reg [WIDTH-1:0] d0;
  always @(posedge i_clk) begin
    d0  <= i_d;
    o_q <= d0;
  end
endmodule
`timescale 1ns/1ns
module async_fifo_ctlr #(
   parameter DATA_WIDTH    = 8,
   parameter PTR_WIDTH     = 10,
   parameter AFULL_THRESH  = 8,
   parameter AEMPTY_THRESH = 8
  )
  (
  input  wire                     i_wclk, 
  input  wire                     i_wrst_n,
  input  wire                     i_push, 
  output wire [PTR_WIDTH-1:0]     o_wptr, 
  output wire                     o_wren, 
  input  wire                     i_rclk, 
  input  wire                     i_rrst_n, 
  input  wire                     i_pop, 
  output wire [PTR_WIDTH-1:0]     o_rptr,
  output wire                     o_rden,
  output wire                     o_afull,
  output wire                     o_aempty
  );
  wire                 fifo_empty, fifo_full;
  wire [PTR_WIDTH:0]   wptr_g, rptr_g, rptr_adv_g;
  wire [PTR_WIDTH:0]   wptr_g_sync, rptr_g_sync;
  wire [PTR_WIDTH:0]   rptr_sync_g2b;
  reg  [PTR_WIDTH:0]   wptr, rptr;
  reg  [PTR_WIDTH:0]   wptr_adv, rptr_adv;
  assign o_wren        = i_push & ~fifo_full;
  assign o_wptr        = wptr[PTR_WIDTH-1:0];
  assign wptr_g        = bin2gray(wptr);
  assign rptr_sync_g2b = gray2bin(rptr_g_sync);
  assign fifo_full     = ({~wptr[PTR_WIDTH],wptr[PTR_WIDTH-1:0]} == rptr_sync_g2b);
  assign o_afull       = ({~wptr_adv[PTR_WIDTH],wptr_adv[PTR_WIDTH-1:0]} == rptr_sync_g2b);
  always @(posedge i_wclk or negedge i_wrst_n) begin
    if (!i_wrst_n) begin
       wptr       <= 'd0;
       wptr_adv   <= 'd0;
    end
    else begin
      if (o_wren) begin
        wptr      <= wptr + 1'b1;
        wptr_adv  <= wptr + AFULL_THRESH;
      end
    end
  end
  assign o_rden        = i_pop  & ~fifo_empty;
  assign o_rptr        = rptr[PTR_WIDTH-1:0];
  assign rptr_adv_g    = bin2gray(rptr_adv);
  assign rptr_g        = bin2gray(rptr);
  assign fifo_empty    = (wptr_g_sync == rptr_g);
  assign o_aempty      = (wptr_g_sync == rptr_adv_g);
  always @(posedge i_rclk or negedge i_rrst_n) begin
    if (!i_rrst_n) begin
       rptr     <= 'd0;
       rptr_adv <= 'd0;
    end
    else begin
      if (o_rden) begin 
        rptr     <= rptr + 1'b1;
        rptr_adv <= rptr + AEMPTY_THRESH;
      end
    end
  end
  function [PTR_WIDTH:0] bin2gray;
    input [PTR_WIDTH:0] bin;
    reg [PTR_WIDTH:0] tmp_gray;
    integer indx;
    begin
      tmp_gray = bin;
      for (indx = 0; indx <= PTR_WIDTH-1; indx = indx + 1) begin
        tmp_gray[indx] = bin[indx] ^ bin[indx+1];
      end 
      bin2gray = tmp_gray;
    end
  endfunction
  function [PTR_WIDTH:0] gray2bin;
    input [PTR_WIDTH:0] gray;
    reg [PTR_WIDTH:0] tmp_bin;
    integer indx;
    begin
      tmp_bin = gray;
      for (indx = 0; indx <= PTR_WIDTH-1; indx = indx + 1) begin
        tmp_bin[indx] = gray[indx] ^ tmp_bin[indx+1];
      end 
      gray2bin = tmp_bin;
    end
  endfunction
  synch_ff #(.WIDTH(PTR_WIDTH+1)) rptr_sync
    ( .i_clk (i_wclk),
      .i_d   (rptr_g),
      .o_q   (rptr_g_sync)
    );  
  synch_ff #(.WIDTH(PTR_WIDTH+1)) wptr_sync
    ( .i_clk (i_rclk),
      .i_d   (wptr_g),
      .o_q   (wptr_g_sync)
    );  
endmodule
`timescale 1ns/1ns
module dp_ram #(
   parameter RAM_DEPTH  = 1024,
   parameter DATA_WIDTH = 8,
   parameter ADDR_WIDTH = 10
)
(
   input  wire                   i_wclk, 
   input  wire [ADDR_WIDTH-1:0]  i_waddr, 
   input  wire                   i_wen, 
   input  wire [DATA_WIDTH-1:0]  i_wdata, 
   input  wire                   i_rclk, 
   input  wire [ADDR_WIDTH-1:0]  i_raddr, 
   input  wire                   i_ren, 
   output reg  [DATA_WIDTH-1:0]  o_rdata
   );
   reg [DATA_WIDTH-1:0] dp_mem[0:RAM_DEPTH-1];
   always @(posedge i_wclk) begin
     if (i_wen) dp_mem[i_waddr] <= i_wdata; 
   end
   always @(posedge i_rclk) begin
     o_rdata <= dp_mem[i_raddr];
   end
endmodule
`timescale 1ns/1ns
module tx_fifo #(
   parameter DATA_WIDTH = 8,
   parameter ADDR_WIDTH = 10
  )
  (
  input  wire                     i_wclk, 
  input  wire                     i_wrst_n,
  input  wire                     i_push, 
  input  wire [DATA_WIDTH-1:0]    i_wdata, 
  input  wire                     i_rclk, 
  input  wire                     i_rrst_n, 
  input  wire                     i_pop, 
  output wire [DATA_WIDTH-1:0]    o_rdata,
  output wire                     o_afull,
  output wire                     o_aempty
  );
  wire                 fifo_empty, fifo_full;
  wire [ADDR_WIDTH-1:0] wptr, rptr;
  async_fifo_ctlr tx_fifo_ctlr
    (
    .i_wclk              (i_wclk), 
    .i_wrst_n            (i_wrst_n),
    .o_wptr              (wptr), 
    .o_wren              (wren), 
    .i_push              (i_push), 
    .i_rclk              (i_rclk), 
    .i_rrst_n            (i_rrst_n), 
    .i_pop               (i_pop), 
    .o_rptr              (rptr),
    .o_rden              (),
    .o_afull             (o_afull),
    .o_aempty            (o_aempty)
    );
  dp_ram dp_ram 
  (
     .i_wclk             (i_wclk),
     .i_waddr            (wptr), 
     .i_wen              (wren), 
     .i_wdata            (i_wdata), 
     .i_rclk             (i_rclk),
     .i_raddr            (rptr), 
     .i_ren              (i_ren), 
     .o_rdata            (o_rdata)
     );
endmodule
</file>
==> impl_metrics.json <==
{
  "status": "complete, but fails checks",
  "violations": "antenna violations",
  "syn_to_final_growth_pct": 11.8,
  "rsz0062_at_grt": "false",
  "crit_required_ns": 144.40,
  "boundaryPins": 24,
  "dr.pass1.iters": 8,
  "warning_count": 81,
  "layout-drive-gt1-share_pct": 23.6,
  "fin_tns_setup_ns": 0,
  "hold_viol": 0,
  "syn_area_um2": 322000,
  "portBuffers": 22,
  "power_density_nw_per_um2": 15.0,
  "whs_ns": 0.112,
  "slew_viol_final": 0,
  "die_area_um2": 647000,
  "cts_resized": 0,
  "yosys_area_um2": 322000,
  "drc": 0,
  "via_count": 159000,
  "slew_headroom_pct": 14.5,
  "dpl.hpwl_um": 612000,
  "ant_nets": 1,
  "first_global_vias": 177000,
  "cp.arrival_ns": 3.11,
  "routed_via_density": 6.33,
  "core-area_um2": 641000,
  "synth-edff-count": 8192,
  "wire_per_inst_um": 38.3,
  "p_leak_nw": 112,
  "crit_type": "flip-flop to output port",
  "stdcell_area_um2": 360000,
  "drt_first_iter_violations": 12000,
  "clock-skew-final_ns": 0.0756,
  "startpoint_type": "flip-flop",
  "ys_ff": 8288,
  "synthArstFlopShare_pct": 0.531,
  "grt_pass1_wl_um": 1350000,
  "syn-mean-instance-area_um2": 21.2,
  "maxCapViolCount": 0,
  "placed_cells": 23500,
  "place.gp.congestion": 0.953,
  "yosysCellCount": 15200,
  "setup_viol": 0,
  "initCoreUtil_pct": 50.2,
  "yosys.cell_types.count": 85,
  "worstMarginPinSlew_ns": 1.27,
  "peakVddDrop_mv": 0.0137,
  "synth-main-ff-cell": "edfxtp_1",
  "pre_cts_ws_ns": 140.33,
  "grt_max_degree": 119,
  "clkSinkCount": 8288,
  "path_clk_slew_ns": 0.16,
  "wl_met2_um": 422000,
  "dr_wl_met3_um": 209000,
  "hold_path.class": "flip-flop to flip-flop",
  "ys_seq_share_pct": 77.0,
  "cts_tree": "built",
  "syn_inst": 15200,
  "drt-met1-wl_um": 282000,
  "final_cells": 25100,
  "num_rows": 294,
  "die_h_um": 805,
  "grt_use_total_pct": 34.0,
  "worst_slack_ns": 141.29,
  "grt_overflow": 0,
  "placed_cell_area_um2": 334000,
  "end_kind": "output port",
  "antenna_found_initial": 81,
  "ys_warn_count": 5,
  "die_w_um": 805,
  "routed.top_layer": "met5",
  "routed_wirelength_um": 962000,
  "cp_max_fo": 4
}
area by class of cell:
class / instances / area, µm²
Tap cell: 8584 / 10700
Antenna cell: 138 / 345
Timing Repair Buffer: 728 / 5950
Clock inverter: 514 / 4800
Sequential cell: 8288 / 248000
Inverter: 25 / 116
Fill cell: 46400 / 281000
Clock buffer: 960 / 21100
Multi-Input combinational cell: 5902 / 68800
state kept, by name, summed over array words and instances (netlist names):
register and flops:
dp_ram.o_rdata 8, tx_fifo_ctlr.rptr 11, tx_fifo_ctlr.rptr_sync.d0 11, tx_fifo_ctlr.rptr_sync.o_q 11
tx_fifo_ctlr.wptr_sync.o_q 11, dp_ram.dp_mem 8192, tx_fifo_ctlr.wptr 11, tx_fifo_ctlr.wptr_adv 11
tx_fifo_ctlr.rptr_adv 11, tx_fifo_ctlr.wptr_sync.d0 11
worst max-delay path: stages, from the launching register on:
cell,delay (ns)
dfxtp_1,0.36
xor2_1,0.19
nor3_1,0.24
o22ai_1,0.13
nor3_1,0.45
clkdlybuf4s50_1,0.56
cell usage in the layout, fill, tap and decap left out, drive strengths merged, types with 197 or more instances in the layout:
cell / count
mux4: 1847
buf: 712
clkbuf: 960
nor2: 1185
o22ai: 197
a21oi: 197
edfxtp: 8192
nand2: 227
clkinv: 389
o221ai: 219
mux2i: 782
worst paths after layout:
kind	slack, ns	cells past startpoint	from	to
min in group clk0	0.32	0	tx_fifo_ctlr.wptr_sync.d0[8]	tx_fifo_ctlr.wptr_sync.o_q[8]
max	141.29	5	tx_fifo_ctlr.rptr_sync.o_q[2]	o_afull
min	0.11	2	tx_fifo_ctlr.rptr[9]	tx_fifo_ctlr.rptr_sync.d0[9]
min reg2reg	0.11	2	tx_fifo_ctlr.rptr[9]	tx_fifo_ctlr.rptr_sync.d0[9]
max in group asynchronous	144.06	2	i_rrst_n	tx_fifo_ctlr.rptr[3]
max in group clk1	141.46	9	i_push	dp_ram.dp_mem[1007][0]
max reg2reg	171.26	16	tx_fifo_ctlr.rptr[1]	dp_ram.o_rdata[7]
min in group asynchronous	35.28	2	i_wrst_n	tx_fifo_ctlr.wptr_adv[0]
stage by stage:
stage | utilization, % | total power [mW]
final | 56.2 | 5.40
after floorplan | - | 3.13
after CTS | 56.1 | 5.40
after global placement | 52.1 | 3.75
after detailed placement | 52.1 | 3.75
after global routing | 56.1 | 5.56
routing by layer:
layer	up-vias	track usage (%)
met5	-	6.30
met2	12200	44.1
met1	80000	40.9
met3	1876	32.1
li1	65000	-
met4	159	11.7
cell families (layout without fill, tap and decap cells):
kind of cell	Yosys count	count (layout)	share of synthesized area [%]
other cells	0	138	0
xor+xnor	76	76	0.207
fa+ha+maj	30	30	0.117
buf+inv	1006	2227	1.84
compound gates	1301	1301	2.87
simple gates	1812	1812	2.37
mux	2683	2683	15.6
flops	8288	8288	77.0
Yosys cell counts (all sizes together), types with 43 or more instances:
master | n | area [µm²]
o22ai | 197 | 1230
xnor2 | 43 | 377
a221oi | 55 | 488
buf | 523 | 4110
nor3 | 99 | 495
dfxtp | 52 | 1040
o21ai | 148 | 741
nand2 | 227 | 852
o221ai | 219 | 1920
nand3 | 101 | 505
mux4 | 1847 | 41700
a22oi | 189 | 1420
mux2i | 782 | 7830
dfrtp | 44 | 1100
nor2 | 1185 | 4450
mux2 | 54 | 612
clkbuf | 458 | 1720
a211oi | 61 | 458
a21oi | 197 | 986
edfxtp | 8192 | 246000
power breakdown:
group,internal (mW),total [mW],switching (mW),leakage (nW)
Clock,0.943,1.67,0.722,12.7
Combinational,0.584,1.59,1.00,24.7
Sequential,2.13,2.14,0.0185,74.6
Total,3.65,5.40,1.75,112
what timing repair did:
item | 4_1_cts | 5_1_grt
endpoints found under the hold margin | 4 | 0
hold buffers | 2 | 0
buffers inserted | 0 | 0
setup endpoints to repair | 0 | 0
Power figures rest on the tool's default switching activity, not on a simulated workload.
