==> design/flow/design.v <==
`timescale 1ns/1ns
module encoder_3b4b (
    input   wire    [7:0]   i_data8,
    input   wire    [1:0]   i_dataie,    
    input   wire            i_datak,     
    output  wire    [5:0]   o_data4,
    input   wire            i_run_disp,
    output  wire            o_run_disp
);
    reg                     data4;
    wire                    is_k28;
    wire                    ei_rd_7;
    wire                    invert_k28;
    wire                    invert;
    assign  is_k28      =   (i_data8[4:0] == 5'd28) && i_datak;
    assign  ei_rd_7  =   ( &i_dataie && !i_run_disp ) || ( &(~i_dataie) && i_run_disp );        
    always @*
    case(i_data8[7:5])
        3'd0:       data4   =                           4'b0010;    
        3'd1:       data4   =                           4'b1001;    
        3'd2:       data4   =                           4'b1010;    
        3'd3:       data4   =                           4'b0011;    
        3'd4:       data4   =                           4'b0100;    
        3'd5:       data4   =                           4'b0101;    
        3'd6:       data4   =                           4'b0110;    
        3'd7:       data4   =   (i_datak ||ei_rd_7)?    4'b1110:    
                                                        4'b0111;    
        default:    data4   =                           4'bxxxx;    
    endcase
    assign  invert_k28   =  (i_data8[7:5] == 3'd3)? i_run_disp:
                            (i_data8[7:5] == 3'd7)? i_run_disp:
                                                    !i_run_disp;  
    assign  invert  =   (i_data8[7:5] == 3'd0)? !i_run_disp:
                        (i_data8[7:5] == 3'd3)? i_run_disp:
                        (i_data8[7:5] == 3'd4)? !i_run_disp:
                        (i_data8[7:5] == 3'd7)? i_run_disp:
                                                1'b0;
    assign  data4    =  is_k28?     (data4 ^   {4{invert_k28}}):
                        i_datak?    (4'b1110 ^ {4{invert}}):      
                                    (data4 ^   {4{invert}});
    assign  o_run_disp  =   (i_data8[7:5] == 3'd0)? !i_run_disp:   
                            (i_data8[7:5] == 3'd4)? !i_run_disp:   
                            (i_data8[7:5] == 3'd7)? !i_run_disp:   
                                                    i_run_disp;    
endmodule
`timescale 1ns/1ns
module encoder_5b6b (
    input   wire    [4:0]   i_data5,     
    input   wire            i_datak,     
    output  wire    [5:0]   o_data6,
    input   wire            i_run_disp,
    output  wire            o_run_disp
);
    reg     [5:0]           data6;
    wire                    invert;
    always @*     
    case(i_data5)
        5'd0:       data6  =            6'b000110;    
        5'd1:       data6  =            6'b010001;    
        5'd2:       data6  =            6'b010010;    
        5'd3:       data6  =            6'b100011;    
        5'd4:       data6  =            6'b010100;    
        5'd5:       data6  =            6'b100101;    
        5'd6:       data6  =            6'b100110;    
        5'd7:       data6  =            6'b000111;    
        5'd8:       data6  =            6'b011000;    
        5'd9:       data6  =            6'b101001;    
        5'd10:      data6  =            6'b101010;    
        5'd11:      data6  =            6'b001011;    
        5'd12:      data6  =            6'b101100;    
        5'd13:      data6  =            6'b001101;    
        5'd14:      data6  =            6'b001110;    
        5'd15:      data6  =            6'b000101;    
        5'd16:      data6  =            6'b110110;    
        5'd17:      data6  =            6'b110001;    
        5'd18:      data6  =            6'b110010;    
        5'd19:      data6  =            6'b010011;    
        5'd20:      data6  =            6'b110100;    
        5'd21:      data6  =            6'b010101;    
        5'd22:      data6  =            6'b010110;    
        5'd23:      data6  =            6'b010111;    
        5'd24:      data6  =            6'b001100;    
        5'd25:      data6  =            6'b011001;    
        5'd26:      data6  =            6'b011010;    
        5'd27:      data6  =            6'b011011;    
        5'd28:      data6  =   i_datak? 6'b111100:    
                                        6'b011100;    
        5'd29:      data6  =            6'b011101;    
        5'd30:      data6  =            6'b011110;    
        5'd31:      data6  =            6'b110101;    
        default :   data6  =            6'bxxxxxx;    
    endcase
    assign  invert  =   (i_data5 == 5'd0)?   !i_run_disp:               
                        (i_data5 == 5'd1)?   !i_run_disp:               
                        (i_data5 == 5'd2)?   !i_run_disp:               
                        (i_data5 == 5'd4)?   !i_run_disp:               
                        (i_data5 == 5'd7)?   i_run_disp:                
                        (i_data5 == 5'd8)?   !i_run_disp:               
                        (i_data5 == 5'd15)?  !i_run_disp:               
                        (i_data5 == 5'd16)?  i_run_disp:                
                        (i_data5 == 5'd23)?  i_run_disp:                
                        (i_data5 == 5'd24)?  !i_run_disp:               
                        (i_data5 == 5'd27)?  i_run_disp:                
                        (i_data5 == 5'd29)?  i_run_disp:                
                        (i_data5 == 5'd30)?  i_run_disp:                
                        (i_data5 == 5'd31)?  i_run_disp:                
                        (i_data5 == 5'd28)?  (i_run_disp && i_datak):   
                                            1'b0;
    assign  o_data6   =  {6{invert}}^data6;
    assign  o_run_disp  =   (i_data5 == 5'd0)?              !i_run_disp:   
                            (i_data5 == 5'd1)?              !i_run_disp:   
                            (i_data5 == 5'd2)?              !i_run_disp:   
                            (i_data5 == 5'd4)?              !i_run_disp:   
                            (i_data5 == 5'd8)?              !i_run_disp:   
                            (i_data5 == 5'd15)?             !i_run_disp:   
                            (i_data5 == 5'd16)?             !i_run_disp:   
                            (i_data5 == 5'd23)?             !i_run_disp:   
                            (i_data5 == 5'd24)?             !i_run_disp:   
                            (i_data5 == 5'd27)?             !i_run_disp:   
                            (i_data5 == 5'd29)?             !i_run_disp:   
                            (i_data5 == 5'd30)?             !i_run_disp:   
                            (i_data5 == 5'd31)?             !i_run_disp:   
                            (i_data5 == 5'd28 && i_datak)?  !i_run_disp:   
                                                            i_run_disp;    
endmodule
`timescale 1ns/1ns
module encoder_8b10b #(
    parameter   DATA_BYTES      =   2,
    parameter   PIPELINE_BITS   =   1   
)
(
    input   wire                        i_clk,
    input   wire                        i_rst,           
    input   wire                        i_enable,        
    input   wire                        i_compliance,    
    input   wire    [DATA_BYTES*8-1:0]  i_data,     
    input   wire    [DATA_BYTES-1:0]    i_datak,     
    output  reg     [DATA_BYTES*10-1:0] o_data10,
    input   wire    [PIPELINE_BITS-1:0] i_pipeline,  
    output  reg     [PIPELINE_BITS-1:0] o_pipeline
);
    reg                             previous_run_disp;
    wire    [DATA_BYTES:0]          run_disp;    
    wire    [DATA_BYTES*10-1:0]     data10;
    genvar                          n;
    assign      run_disp[DATA_BYTES]    =   previous_run_disp && !i_compliance;
    generate
    for(n=0;n<DATA_BYTES;n=n+1) begin: generate_single_byte_encoders
        encoder_8b10b_1byte enc (
            .i_data         (i_data[n*8+:8]     ),
            .i_datak        (i_datak[n]         ),
            .o_data10       (data10[n*10+:10]   ),
            .i_run_disp     (run_disp[n+1]      ),          
            .o_run_disp     (run_disp[n]        )
        );        
    end
    endgenerate
    always @(posedge i_clk) begin
        if(i_rst)   previous_run_disp    <=  1'b0;
        else        previous_run_disp    <=  i_enable?  run_disp[0]: previous_run_disp;
        if(i_rst)   o_data10            <=  {(DATA_BYTES*10){1'b0}};
        else        o_data10            <=  i_enable?   data10: o_data10;
        if(i_rst)   o_pipeline  <=  {PIPELINE_BITS{1'b0}};
        else        o_pipeline  <=  i_enable?   i_pipeline: o_pipeline;        
    end
endmodule
`timescale 1ns/1ns
module encoder_8b10b_1byte (
    input   wire    [7:0]   i_data,     
    input   wire            i_datak,     
    output  wire    [9:0]   o_data10,
    input   wire            i_run_disp,
    output  wire            o_run_disp
);
    wire                    run_disp;
    encoder_5b6b enc_4_0 (
        .i_data5        (i_data[4:0]    ),
        .i_datak        (i_datak        ),
        .o_data6        (o_data10[5:0]  ),
        .i_run_disp     (i_run_disp     ),
        .o_run_disp     (run_disp       )
    );
    encoder_3b4b enc_7_5 (
        .i_data8        (i_data         ),   
        .i_dataie       (o_data10[5:4]  ),   
        .i_datak        (i_datak        ),
        .o_data4        (o_data10[9:6]  ),
        .i_run_disp     (run_disp       ),
        .o_run_disp     (o_run_disp     )
    );
endmodule
==> design/flow/run.sh <==
#!/bin/bash
# OpenROAD 26Q1-2900-gdf79404cd8, Yosys 0.63+post, stock flow scripts
make -C /OpenROAD-flow-scripts/flow DESIGN_CONFIG=/design/flow/config.mk WORK_HOME=/design/flow/orfs finish
==> design/flow/config.mk <==
export PLATFORM = sky130hd
export DESIGN_NAME = encoder_8b10b
export DESIGN_NICKNAME = encoder_8b10b
export VERILOG_FILES = /design/flow/design.v
export SDC_FILE = /design/flow/constraint.sdc
export NUM_CORES = 4
export LEC_CHECK = 1
export CORE_AREA = 10 10 94 94
export DIE_AREA = 0 0 104 104
==> design/flow/constraint.sdc <==
current_design encoder_8b10b

set clk_period 3.9
set clk_io_pct 0.2

create_clock -name clk0 -period $clk_period [get_ports {i_clk}]

set non_clock_inputs [all_inputs -no_clocks]
set_input_delay [expr $clk_period * $clk_io_pct] -clock clk0 $non_clock_inputs
set_output_delay [expr $clk_period * $clk_io_pct] -clock clk0 [all_outputs]
==> out/results.txt <==
floorplan utilization: 22.8%
PnR worst setup slack: 0.841 ns
count of final max-slew check failures: 0
Least-Margin Pin Slew: 0.752 ns
Chip Area, Yosys: 0.00156 mm²
num ports: 44
Routed Wire Length: 4.06 mm
cells on worst reg2reg path: 6
first-pass GRT wire length: 7.07 mm
Max-Cap Viols: 0
site row count: 30
initial antenna violation count: 0
# port buffers: 35
count of cell types in the netlist: 58
drt wl/cell: 12.2 µm
syn avg cell area: 7.17 µm²
dpl ws: 0.610 ns
vias in the first global route: 1431
Max VDD drop: 105 µV
power density cells: 264 mW/mm²
Slew HR: 49.7%
layout cell share with drive strength beyond 1: 5.08%
DRC errors left: 0
DIE WIDTH: 104 µm
hold_sp: o_data10[11]
cell area after layout: 0.00195 mm²
Static Leak: 0.691 nW
dominant register cell: dfxtp_1
Layout area overhead: 25.4%
Fin. Hold Viols: 0
f_max: 327 MHz
GPL Wtd Cong: 0.887
worst clock skew: 0.00279 ns
clock slew at reported path FFs: 0.06 ns
Setup TNS Final: 0 ns
EDFF count, synth: 0
OpenROAD warning count: 25
largest net degree at the start of global routing: 26
Ys Warns: 13
CTS Sinks: 14
total gr overflow: 0
Post-synth seq share: 18.0%
Die Ht: 104 µm
Critical Path Source: i_data[2]
Syn Inst Count: 217
CTS root buf: clkbuf_8
cycle use final: 78.4%
worst hold path class: flip-flop to flip-flop
number of cells in Yosys stat: 217
CTS Buffer Depth: 2
chip area: 0.0108 mm²
Post-DP HPWL: 3.08 mm
worst reg2reg path startpoint: previous_run_disp
CP Max Fanout: 25
Cells on Worst Hold Path: 2
Post CTS Setup Buffer Count: 0
CTS tree: done
critical path type: input pin to flip-flop
Async S/R FF share, synth: 0%
RSZ-0062 raised after global routing: no
GR Util All Layers: 7.33%
status: completed
Hold WS: 0.485 ns
Worst EP arrival: 3.19 ns
H-tree depth: 1
Core Box Area: 0.00683 mm²
antenna fix cells: 0
drt first pass iters: 4
vias per inst: 4.64
# hold bufs at CTS: 0
CTS buffer count: 3
Setup crit end kind: flip-flop
ys flops: 14
setup violators final: 0
vias: 1542
post-CTS sizing: 0
Syn Std Cell Area: 0.00156 mm²
Detail Route Antenna Nets: 0
min Tclk post-route: 3.06 ns
Late-Pin Clk Latency: 0.24 ns
WP data required: 4.03 ns
area post-placement: 0.00190 mm²
Fillers: 748
drt first-iter violations: 126
crit path launch type: input pin
-- cell families after synthesis --
logic type               synth area share [%]
AND/OR/NAND/NOR                          26.4
buffers and inverters                    11.5
flip-flops                               18.0
other                                   0.241
multiplexers                             2.65
AND-OR/OR-AND                            34.6
adder cells (fa/ha/maj)                  2.09
XOR/XNOR                                 4.50
-- where the power goes --
group          switching, mW  total, mW  internal [mW]
logic                  0.105      0.209          0.104
registers            0.00803      0.168          0.160
clock network         0.0497      0.139         0.0893
-- sequential cells by signal (all words and copies together), names as in the netlist --
| signal | cells |
|---|---|
| o_data10 | 12 |
| previous_run_disp | 1 |
| o_pipeline | 1 |
-- layout by cell type, fill, tap and decap left out, drive strengths merged, types with 8 or more instances in the layout --
cell,Yosys,routed
nor2,15,15
nand2,21,21
a21oi,16,16
nand3,11,11
conb,1,8
dfxtp,14,14
a211oi,9,9
o21ai,15,15
clkdlybuf4s50,0,35
-- critical path, cell delays in order --
cell	delay, ns
clkdlybuf4s50_1	0.80
o21ai_0	0.33
a21oi_1	0.13
nor4_1	0.51
o21bai_4	0.16
and2_1	0.22
a211o_1	0.26
-- layer usage --
metal  wire length (µm)  global-route usage (%)
met4                 34                   0.696
met5                  0                       0
met1               2160                    11.7
met2               1710                    10.4
met3                167                    1.00
-- through the flow --
stage	cells	utilization [%]	total power, mW
after global placement	328	27.8	0.379
final	332	28.6	0.515
after floorplan	224	-	0.310
after CTS	332	28.6	0.520
after global routing	332	28.6	0.556
after detailed placement	328	27.8	0.381
-- final timing paths --
check,slack [ns],end
worst max register to register,1.94,o_data10[5]
worst max-delay path,0.84,o_data10[5]
worst min-delay path,0.48,o_data10[11]
worst min register to register,0.48,o_data10[11]
-- layout make-up --
cell class / instances / area, µm² / share of cell area (%)
Timing Repair Buffer: 35 / 350 / 17.9
Tap cell: 96 / 120 / 6.15
Multi-Input combinational cell: 177 / 1120 / 57.6
Inverter: 6 / 22.5 / 1.15
Sequential cell: 14 / 280 / 14.4
Clock buffer: 4 / 55.1 / 2.82
-- synth_stat cells, drive strengths merged, types with 5 or more instances --
cell type  instances  area [µm²]
and3               6        37.5
nand3             11        55.1
nor3               6        30.0
a211oi             9        72.6
nor2              15        56.3
nand2b             5        31.3
nand2             21        78.8
clkbuf             5        18.8
o21ai             15        86.3
dfxtp             14         280
inv                6        22.5
buf               22         138
a21oi             16        80.1
Power and IR drop assume default switching activity.
